[/design/flow/config.mk]
export PLATFORM = sky130hd
export DESIGN_NAME = conbus
export DESIGN_NICKNAME = conbus
export VERILOG_FILES = /design/flow/design.v
export SDC_FILE = /design/flow/constraint.sdc
export NUM_CORES = 4
export LEC_CHECK = 1
export CORE_AREA = 10 10 573 573
export DIE_AREA = 0 0 583 583
[/design/flow/constraint.sdc]
current_design conbus

set clk_period 5.4
set clk_io_pct 0.2

create_clock -name clk0 -period $clk_period [get_ports {sys_clk}]

set non_clock_inputs [all_inputs -no_clocks]
set_input_delay [expr $clk_period * $clk_io_pct] -clock clk0 $non_clock_inputs
set_output_delay [expr $clk_period * $clk_io_pct] -clock clk0 [all_outputs]
[/design/flow/design.v]
module conbus #(
	parameter s_addr_w = 4,
	parameter s0_addr = 4'h0,
	parameter s1_addr = 4'h1,
	parameter s2_addr = 4'h2,
	parameter s3_addr = 4'h3,
	parameter s4_addr = 4'h4,
	parameter s5_addr = 4'h5,
	parameter s6_addr = 4'h6
) (
	input sys_clk,
	input sys_rst,
	input	[31:0]	m0_dat_i,
	output	[31:0]	m0_dat_o,
	input	[31:0]	m0_adr_i,
	input	[2:0]	m0_cti_i,
	input	[3:0]	m0_sel_i,
	input		m0_we_i,
	input		m0_cyc_i,
	input		m0_stb_i,
	output		m0_ack_o,
	input	[31:0]	m1_dat_i,
	output	[31:0]	m1_dat_o,
	input	[31:0]	m1_adr_i,
	input	[2:0]	m1_cti_i,
	input	[3:0]	m1_sel_i,
	input		m1_we_i,
	input		m1_cyc_i,
	input		m1_stb_i,
	output		m1_ack_o,
	input	[31:0]	m2_dat_i,
	output	[31:0]	m2_dat_o,
	input	[31:0]	m2_adr_i,
	input	[2:0]	m2_cti_i,
	input	[3:0]	m2_sel_i,
	input		m2_we_i,
	input		m2_cyc_i,
	input		m2_stb_i,
	output		m2_ack_o,
	input	[31:0]	m3_dat_i,
	output	[31:0]	m3_dat_o,
	input	[31:0]	m3_adr_i,
	input	[2:0]	m3_cti_i,
	input	[3:0]	m3_sel_i,
	input		m3_we_i,
	input		m3_cyc_i,
	input		m3_stb_i,
	output		m3_ack_o,
	input	[31:0]	m4_dat_i,
	output	[31:0]	m4_dat_o,
	input	[31:0]	m4_adr_i,
	input	[2:0]	m4_cti_i,
	input	[3:0]	m4_sel_i,
	input		m4_we_i,
	input		m4_cyc_i,
	input		m4_stb_i,
	output		m4_ack_o,
	input	[31:0]	m5_dat_i,
	output	[31:0]	m5_dat_o,
	input	[31:0]	m5_adr_i,
	input	[2:0]	m5_cti_i,
	input	[3:0]	m5_sel_i,
	input		m5_we_i,
	input		m5_cyc_i,
	input		m5_stb_i,
	output		m5_ack_o,
	input	[31:0]	m6_dat_i,
	output	[31:0]	m6_dat_o,
	input	[31:0]	m6_adr_i,
	input	[2:0]	m6_cti_i,
	input	[3:0]	m6_sel_i,
	input		m6_we_i,
	input		m6_cyc_i,
	input		m6_stb_i,
	output		m6_ack_o,
	input	[31:0]	s0_dat_i,
	output	[31:0]	s0_dat_o,
	output	[31:0]	s0_adr_o,
	output	[2:0]	s0_cti_o,
	output	[3:0]	s0_sel_o,
	output		s0_we_o,
	output		s0_cyc_o,
	output		s0_stb_o,
	input		s0_ack_i,
	input	[31:0]	s1_dat_i,
	output	[31:0]	s1_dat_o,
	output	[31:0]	s1_adr_o,
	output	[2:0]	s1_cti_o,
	output	[3:0]	s1_sel_o,
	output		s1_we_o,
	output		s1_cyc_o,
	output		s1_stb_o,
	input		s1_ack_i,
	input	[31:0]	s2_dat_i,
	output	[31:0]	s2_dat_o,
	output	[31:0]	s2_adr_o,
	output	[2:0]	s2_cti_o,
	output	[3:0]	s2_sel_o,
	output		s2_we_o,
	output		s2_cyc_o,
	output		s2_stb_o,
	input		s2_ack_i,
	input	[31:0]	s3_dat_i,
	output	[31:0]	s3_dat_o,
	output	[31:0]	s3_adr_o,
	output	[2:0]	s3_cti_o,
	output	[3:0]	s3_sel_o,
	output		s3_we_o,
	output		s3_cyc_o,
	output		s3_stb_o,
	input		s3_ack_i,
	input	[31:0]	s4_dat_i,
	output	[31:0]	s4_dat_o,
	output	[31:0]	s4_adr_o,
	output	[2:0]	s4_cti_o,
	output	[3:0]	s4_sel_o,
	output		s4_we_o,
	output		s4_cyc_o,
	output		s4_stb_o,
	input		s4_ack_i,
	input	[31:0]	s5_dat_i,
	output	[31:0]	s5_dat_o,
	output	[31:0]	s5_adr_o,
	output	[2:0]	s5_cti_o,
	output	[3:0]	s5_sel_o,
	output		s5_we_o,
	output		s5_cyc_o,
	output		s5_stb_o,
	input		s5_ack_i,
	input	[31:0]	s6_dat_i,
	output	[31:0]	s6_dat_o,
	output	[31:0]	s6_adr_o,
	output	[2:0]	s6_cti_o,
	output	[3:0]	s6_sel_o,
	output		s6_we_o,
	output		s6_cyc_o,
	output		s6_stb_o,
	input		s6_ack_i
);
wire [6:0] slave_sel;
wire [6:0] gnt;
wire [32 + 3 + 32 + 4 + 3 -1:0] i_bus_m;	 
wire [31:0] i_dat_s;		 
wire i_bus_ack;			 
assign m0_dat_o = i_dat_s;
assign m0_ack_o = i_bus_ack & gnt[0];
assign m1_dat_o = i_dat_s;
assign m1_ack_o = i_bus_ack & gnt[1];
assign m2_dat_o = i_dat_s;
assign m2_ack_o = i_bus_ack & gnt[2];
assign m3_dat_o = i_dat_s;
assign m3_ack_o = i_bus_ack & gnt[3];
assign m4_dat_o = i_dat_s;
assign m4_ack_o = i_bus_ack & gnt[4];
assign m5_dat_o = i_dat_s;
assign m5_ack_o = i_bus_ack & gnt[5];
assign m6_dat_o = i_dat_s;
assign m6_ack_o = i_bus_ack & gnt[6];
assign i_bus_ack = s0_ack_i | s1_ack_i | s2_ack_i | s3_ack_i | s4_ack_i | s5_ack_i | s6_ack_i;
assign {s0_adr_o, s0_cti_o, s0_sel_o, s0_dat_o, s0_we_o, s0_cyc_o} = i_bus_m[32 + 3 + 32 + 4 + 3 -1:1];
assign s0_stb_o = i_bus_m[1] & i_bus_m[0] & slave_sel[0];   
assign {s1_adr_o, s1_cti_o, s1_sel_o, s1_dat_o, s1_we_o, s1_cyc_o} = i_bus_m[32 + 3 + 32 + 4 + 3 -1:1];
assign s1_stb_o = i_bus_m[1] & i_bus_m[0] & slave_sel[1];
assign {s2_adr_o, s2_cti_o, s2_sel_o, s2_dat_o, s2_we_o, s2_cyc_o} = i_bus_m[32 + 3 + 32 + 4 + 3 -1:1];
assign s2_stb_o = i_bus_m[1] & i_bus_m[0] & slave_sel[2];
assign {s3_adr_o, s3_cti_o, s3_sel_o, s3_dat_o, s3_we_o, s3_cyc_o} = i_bus_m[32 + 3 + 32 + 4 + 3 -1:1];
assign s3_stb_o = i_bus_m[1] & i_bus_m[0] & slave_sel[3];
assign {s4_adr_o, s4_cti_o, s4_sel_o, s4_dat_o, s4_we_o, s4_cyc_o} = i_bus_m[32 + 3 + 32 + 4 + 3 -1:1];
assign s4_stb_o = i_bus_m[1] & i_bus_m[0] & slave_sel[4];
assign {s5_adr_o, s5_cti_o, s5_sel_o, s5_dat_o, s5_we_o, s5_cyc_o} = i_bus_m[32 + 3 + 32 + 4 + 3 -1:1];
assign s5_stb_o = i_bus_m[1] & i_bus_m[0] & slave_sel[5];
assign {s6_adr_o, s6_cti_o, s6_sel_o, s6_dat_o, s6_we_o, s6_cyc_o} = i_bus_m[32 + 3 + 32 + 4 + 3 -1:1];
assign s6_stb_o = i_bus_m[1] & i_bus_m[0] & slave_sel[6];
assign i_bus_m =
	 ({32 + 3 + 32 + 4 + 3{gnt[0]}} & {m0_adr_i, m0_cti_i, m0_sel_i, m0_dat_i, m0_we_i, m0_cyc_i, m0_stb_i})
	|({32 + 3 + 32 + 4 + 3{gnt[1]}} & {m1_adr_i, m1_cti_i, m1_sel_i, m1_dat_i, m1_we_i, m1_cyc_i, m1_stb_i})
	|({32 + 3 + 32 + 4 + 3{gnt[2]}} & {m2_adr_i, m2_cti_i, m2_sel_i, m2_dat_i, m2_we_i, m2_cyc_i, m2_stb_i})
	|({32 + 3 + 32 + 4 + 3{gnt[3]}} & {m3_adr_i, m3_cti_i, m3_sel_i, m3_dat_i, m3_we_i, m3_cyc_i, m3_stb_i})
	|({32 + 3 + 32 + 4 + 3{gnt[4]}} & {m4_adr_i, m4_cti_i, m4_sel_i, m4_dat_i, m4_we_i, m4_cyc_i, m4_stb_i})
	|({32 + 3 + 32 + 4 + 3{gnt[5]}} & {m5_adr_i, m5_cti_i, m5_sel_i, m5_dat_i, m5_we_i, m5_cyc_i, m5_stb_i})
	|({32 + 3 + 32 + 4 + 3{gnt[6]}} & {m6_adr_i, m6_cti_i, m6_sel_i, m6_dat_i, m6_we_i, m6_cyc_i, m6_stb_i});
assign i_dat_s =
		 ({32{slave_sel[ 0]}} & s0_dat_i)
		|({32{slave_sel[ 1]}} & s1_dat_i)
		|({32{slave_sel[ 2]}} & s2_dat_i)
		|({32{slave_sel[ 3]}} & s3_dat_i)
		|({32{slave_sel[ 4]}} & s4_dat_i)
		|({32{slave_sel[ 5]}} & s5_dat_i)
		|({32{slave_sel[ 6]}} & s6_dat_i);
wire [6:0] req = {m6_cyc_i, m5_cyc_i, m4_cyc_i, m3_cyc_i, m2_cyc_i, m1_cyc_i, m0_cyc_i};
conbus_arb conbus_arb(
	.sys_clk(sys_clk),
	.sys_rst(sys_rst),
	.req(req),
	.gnt(gnt)
);
assign slave_sel[0] = (i_bus_m[32 + 3 + 32 + 4 + 3-2 : 32 + 3 + 32 + 4 + 3-s_addr_w-1] == s0_addr);
assign slave_sel[1] = (i_bus_m[32 + 3 + 32 + 4 + 3-2 : 32 + 3 + 32 + 4 + 3-s_addr_w-1] == s1_addr);
assign slave_sel[2] = (i_bus_m[32 + 3 + 32 + 4 + 3-2 : 32 + 3 + 32 + 4 + 3-s_addr_w-1] == s2_addr);
assign slave_sel[3] = (i_bus_m[32 + 3 + 32 + 4 + 3-2 : 32 + 3 + 32 + 4 + 3-s_addr_w-1] == s3_addr);
assign slave_sel[4] = (i_bus_m[32 + 3 + 32 + 4 + 3-2 : 32 + 3 + 32 + 4 + 3-s_addr_w-1] == s4_addr);
assign slave_sel[5] = (i_bus_m[32 + 3 + 32 + 4 + 3-2 : 32 + 3 + 32 + 4 + 3-s_addr_w-1] == s5_addr);
assign slave_sel[6] = (i_bus_m[32 + 3 + 32 + 4 + 3-2 : 32 + 3 + 32 + 4 + 3-s_addr_w-1] == s6_addr);
endmodule
module conbus_arb(
	input sys_clk,
	input sys_rst,
	input [6:0] req,
	output [6:0] gnt
);
parameter [6:0] grant0 = 7'b0000001,
                grant1 = 7'b0000010,
                grant2 = 7'b0000100,
                grant3 = 7'b0001000,
                grant4 = 7'b0010000,
                grant5 = 7'b0100000,
                grant6 = 7'b1000000;
reg [6:0] state;
reg [6:0] next_state;
assign gnt = state;
always @(posedge sys_clk) begin
	if(sys_rst)
		state <= grant0;
	else
		state <= next_state;
end
always @(*) begin
	next_state = state;
	case(state)
		grant0: begin
			if(~req[0]) begin
				     if(req[1]) next_state = grant1;
				else if(req[2]) next_state = grant2;
				else if(req[3]) next_state = grant3;
				else if(req[4]) next_state = grant4;
				else if(req[5]) next_state = grant5;
				else if(req[6]) next_state = grant6;
			end
		end
		grant1: begin
			if(~req[1]) begin
				     if(req[2]) next_state = grant2;
				else if(req[3]) next_state = grant3;
				else if(req[4]) next_state = grant4;
				else if(req[5]) next_state = grant5;
				else if(req[6]) next_state = grant6;
				else if(req[0]) next_state = grant0;
			end
		end
		grant2: begin
			if(~req[2]) begin
				     if(req[3]) next_state = grant3;
				else if(req[4]) next_state = grant4;
				else if(req[5]) next_state = grant5;
				else if(req[6]) next_state = grant6;
				else if(req[0]) next_state = grant0;
				else if(req[1]) next_state = grant1;
			end
		end
		grant3: begin
			if(~req[3]) begin
				     if(req[4]) next_state = grant4;
				else if(req[5]) next_state = grant5;
				else if(req[6]) next_state = grant6;
				else if(req[0]) next_state = grant0;
				else if(req[1]) next_state = grant1;
				else if(req[2]) next_state = grant2;
			end
		end
		grant4: begin
			if(~req[4]) begin
				     if(req[5]) next_state = grant5;
				else if(req[6]) next_state = grant6;
				else if(req[0]) next_state = grant0;
				else if(req[1]) next_state = grant1;
				else if(req[2]) next_state = grant2;
				else if(req[3]) next_state = grant3;
			end
		end
		grant5: begin
			if(~req[5]) begin
				     if(req[6]) next_state = grant6;
				else if(req[0]) next_state = grant0;
				else if(req[1]) next_state = grant1;
				else if(req[2]) next_state = grant2;
				else if(req[3]) next_state = grant3;
				else if(req[4]) next_state = grant4;
			end
		end
		grant6: begin
			if(~req[6]) begin
				     if(req[0]) next_state = grant0;
				else if(req[1]) next_state = grant1;
				else if(req[2]) next_state = grant2;
				else if(req[3]) next_state = grant3;
				else if(req[4]) next_state = grant4;
				else if(req[5]) next_state = grant5;
			end
		end
	endcase
end
endmodule
[/design/flow/run.sh]
#!/bin/bash
# OpenROAD 26Q1-2900-gdf79404cd8, Yosys 0.63+post, stock flow scripts
make -C /OpenROAD-flow-scripts/flow DESIGN_CONFIG=/design/flow/config.mk WORK_HOME=/design/flow/orfs finish
==> run summary <==
Pin count of the biggest net entering global routing: 66
Area fraction in compound gates: 29.2%
Number of cells in the yosys synthesis report: 1,420
Layout Skew: 0.524 ps
Max-Slew Margin vs Limit: 26.8%
Lkg Pwr: 0.00846 µW
Peak supply drop: 0.000279 V
Routed wire length per instance: 29.8 µm
IO Pins: 1,500
Number of OpenROAD warnings: 25
Worst reg2reg path startpoint: conbus_arb.state[1]
Share of final-layout standard cells stronger than drive strength 1: 10.1%
Total number of vias: 16,149
Data arrival at the endpoint of the critical path: 4260 ps
Clock share of power: 0.9%
Async set-or-reset flop fraction in the synthesized netlist: 0%
Biggest registers after layout: conbus_arb.state (7)
Setup repair after global routing missed its margin: no
Start-to-end type of the worst setup path: input pin to primary output
Synthesized area per cell: 7.17 µm²
Netlist cell types: 65
Count of port buffers added during placement: 1,499
Mux cell area share: 5.11%
Post-route fraction of the period consumed by the critical path: 98.9%
Setup violators final: 0
Proportion of total power due to net switching: 45.4%
Status: complete, no violations
Worst hold margin: 586 ps
Total core area: 315,000 µm²
Number of inserted filler cells in the final layout: 36,840
Die height: 583 µm
Clock edge transition at the registers on the reported setup and hold paths: 40 ps
Flop pwr share: 1.0%
Largest family of logic cells by area: buffers and inverters
Share of the yosys chip area belonging to registers: 1.38%
Count of mapped cells out of synthesis: 1,420
Multi-input gate area: 4990 µm²
Flip-flop cell with the highest count after synthesis: dfxtp_1
Number of max-slew violations in the final report: 0
Cell-by-cell listing of the critical path: clkdlybuf4s50_1 -> a222oi_1 -> and4_4 -> buf_12 -> inv_2 -> nor2_2 -> a22o_1 -> a221o_1 -> buf_12 -> clkdlybuf4s50_1
Number of flip-flops in the largest register: 7
Max-capacitance violation count: 0
Latest clock arrival within the worst-skew pair: 230 ps
Post-route core utilization: 8.66%
Wire length of the first global-routing pass: 230,000 µm
P_int: 7790 µW
Remaining global-route overflow: 0
Highest-delay cell along the critical path: clkdlybuf4s50_1
Maximum buffer depth of the clock tree: 2
Synth Register Bits: 7
Maximum clock frequency: 187 MHz
Drt first-iter violations: 1,361
Number of clock sinks seen by CTS: 7
Switching pwr: 6470 µW
Final hold violation count: 0
X dimension of the die: 583 µm
Root Buffer Master: clkbuf_16
Critical path launch point: m0_adr_i[28]
Number of detailed-route iterations in the first pass: 8
Number of placement rows: 206
Wire length after detailed routing: 196,000 µm
CTS tree: yes
Simple-Gate Area Share: 12.4%
Post-Synth XOR/XNOR Area: 0.258%
Logic pwr share: 98.1%
Maximum net fanout on the critical path: 8
Chip area: 340,000 µm²
Average via count per standard cell: 2.46
Initial antenna violation count: 175
Total track usage: 10.9%
Hold Path Origin: conbus_arb.state[2]
Netlist area before placement: 10,200 µm²
Power per Cell Area: 522 nW/µm²
Number of buffers created by CTS: 3
Crit start category: input pin
Flip-flops with a built-in enable: 0
Residual antenna-violating net count after detailed routing: 0
Total area of sequential cells: 166 µm²
Adder Area Share: 0%
Area reported by Yosys stat: 10,200 µm²
Synthesis-to-finish area growth: 168%
Measured slew at the worst slew-check pin: 1100 ps
Required time of the worst setup path: 4320 ps
CP Capture Type: primary output
Path type of the worst min-delay path: register to register
HPWL after DPL: 179,000 µm
Register with the most flip-flops: conbus_arb.state
YS warnings: 1
Level count of the clock H-tree: 1
Time the final worst path needs with I/O delays and setup: 5340 ps
Largest stage delay on the critical path: 470 ps
Final GP Congestion: 0.985
DRC violation count after routing: 0
Via count of the first global-routing pass: 16,867
Floorplan Utilization: 3.23%
==> what timing repair did <==
item,CTS,global route
pin swaps,1,2
gates resized,8,4
setup endpoints to repair,217,39
hold buffers,0,0
setup buffers,0,0
==> cell usage after synthesis, types with 5 or more instances <==
master | number | area [µm²]
o221ai_1 | 23 | 201
nand2_1 | 56 | 210
inv_1 | 6 | 22.5
o21ai_0 | 20 | 100
clkbuf_1 | 62 | 233
and2_1 | 6 | 37.5
nor3_1 | 11 | 55.1
a21oi_1 | 13 | 65.1
mux2i_1 | 52 | 521
a22oi_1 | 168 | 1260
a221o_1 | 8 | 80.1
nor2_1 | 23 | 86.3
nor4_1 | 10 | 62.6
buf_2 | 20 | 100
buf_1 | 10 | 37.5
nand3_1 | 105 | 526
a222oi_1 | 74 | 741
a211oi_1 | 5 | 37.5
o2bb2ai_1 | 19 | 166
a22o_1 | 13 | 114
dfxtp_1 | 7 | 140
buf_4 | 636 | 4770
==> path summary, 6_finish.rpt <==
path,end,slack (ps),depth (start not counted)
max,m3_dat_o[29],60,10
min,conbus_arb.state[2],590,2
max reg2reg,conbus_arb.state[1],2250,8
min reg2reg,conbus_arb.state[2],590,2
==> per-stage QoR <==
step / setup TNS [ps] / area (µm²) / setup slack, ps / cells / total power (µW)
floorplan: 0 / 10200 / 1360 / 1420 / 5470
global placement: -45650 / 27100 / -465 / 6507 / 14700
detailed placement: -60300 / 27100 / -480 / 6507 / 14600
CTS: 0 / 27200 / 1.76 / 6511 / 14800
global route: 0 / 27200 / 40.7 / 6526 / 15200
finish: 0 / 27300 / 61.5 / 6554 / 14300
==> cells by family after synthesis <==
| logic type | after synthesis |
|---|---|
| AOI/OAI and AO/OA | 367 |
| xor gates and xnor gates | 3 |
| buffers and inverters | 744 |
| DFF | 7 |
| muxes | 52 |
| and+or+nand+nor | 247 |
==> routing by layer <==
metal / global-route usage [%] / part of all wire [%] / vias up
li1: - / - / 6593
met1: 10.6 / 31 / 7622
met2: 20.3 / 52 / 1438
met3: 4.91 / 12 / 404
met4: 3.91 / 5.2 / 92
met5: 0 / 0.31 / -
==> worst max-delay path: cells and delay by family <==
family	cells	cell delay (ps)
compound gates	3	1080
simple gates	2	780
buf+inv	5	1290
==> cell type report <==
class / count / share of cell area, %
multi-input combinational: 669 / 18.3
antenna: 43 / 0.394
tap: 4160 / 19.1
timing repair buffer: 1661 / 61.2
sequential: 7 / 0.609
clock buffer: 4 / 0.289
inverter: 10 / 0.147
==> power groups by stage <==
stage / clock (µW) / sequential, µW / combinational, µW
after CTS: 128 / 166 / 14500
after global routing: 130 / 154 / 14900
final: 125 / 143 / 14000
==> cells in the final DEF (no fill, tap or decap), types with 4 or more instances in the layout <==
cell type and n:
clkdlybuf4s50_1 1490, o31ai_1 4, nor3_1 10, nand2_1 56, o21ai_0 20, nor2_1 21
nand3b_1 4, buf_4 128, o221ai_1 9, inv_1 6, a22o_1 13, nor4_1 9
a221o_1 8, o2bb2ai_1 18, and2_1 6, o221ai_2 14, buf_12 41, a222oi_1 74
nand3_1 91, dfxtp_4 7, a211oi_1 5, nand3_2 14, a22oi_1 168, mux2i_1 49
a21oi_1 13, diode_2 43
Power figures rest on the tool's default switching activity, not on a simulated workload.
