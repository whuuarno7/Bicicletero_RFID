===== design.v =====
module wb_bram #(
	parameter mem_file_name = "none",
	parameter adr_width = 11
) (
	input             clk_i, 
	input             rst_i,
	input             wb_stb_i,
	input             wb_cyc_i,
	input             wb_we_i,
	output            wb_ack_o,
	input      [31:0] wb_adr_i,
	output reg [31:0] wb_dat_o,
	input      [31:0] wb_dat_i,
	input      [ 3:0] wb_sel_i
);
parameter word_width = adr_width - 2;
parameter word_depth = (1 << word_width);
reg            [31:0] ram [0:word_depth-1];     
reg                   ack;
wire [word_width-1:0] adr;
assign adr        = wb_adr_i[adr_width-1:2];       
assign wb_ack_o   = wb_stb_i & ack;
always @(posedge clk_i)
begin
	if (wb_stb_i && wb_cyc_i) 
	begin
		if (wb_we_i) 
			ram[ adr ] <= wb_dat_i;
		wb_dat_o <= ram[ adr ];
		ack <= ~ack;
	end else
		ack <= 0;
end
initial 
begin
	if (mem_file_name != "none")
	begin
		$readmemh(mem_file_name, ram);
	end
end
endmodule

===== run.sh =====
#!/bin/bash
# OpenROAD 26Q1-2900-gdf79404cd8, Yosys 0.63+post, stock flow scripts
make -C /OpenROAD-flow-scripts/flow DESIGN_CONFIG=/design/flow/config.mk WORK_HOME=/design/flow/orfs finish

===== config.mk =====
export PLATFORM = sky130hd
export DESIGN_NAME = wb_bram
export DESIGN_NICKNAME = wb_bram
export VERILOG_FILES = /design/flow/design.v
export SDC_FILE = /design/flow/constraint.sdc
export NUM_CORES = 4
export LEC_CHECK = 1
export CORE_UTILIZATION = 50
export SYNTH_MEMORY_MAX_BITS = 65536

===== constraint.sdc =====
current_design wb_bram

set clk_period 153.1
set clk_io_pct 0.2

create_clock -name clk0 -period $clk_period [get_ports {clk_i}]

set non_clock_inputs [all_inputs -no_clocks]
set_input_delay [expr $clk_period * $clk_io_pct] -clock clk0 $non_clock_inputs
set_output_delay [expr $clk_period * $clk_io_pct] -clock clk0 [all_outputs]

==> run_results.csv <==
group,metric,value,unit
run_status,status,"complete, but fails checks",
run_status,violations_in_the_final_reports,"antenna violations, max-capacitance violations, max-slew violations",
final_timing,final_max_slew_viol_count,2,
cells_and_area,drive_above_1_share,27.05,%
floorplanning,floorplan.core_util,50.13,%
place,detailedPlace.worstSlack,89560,ps
cts,cts_hold_repair.buffers,0,
flow_run,tool_warnings,84,
min_path,holdCritPathClass,"flip-flop to flip-flop",
yosys,synth-cells-yosys,28232,
final_timing,final_critical_path_share_of_the_clock_period,41.58,%
place,io_buffer_count,77,
floorplanning,rows,410,
setup_path,ff2ff_setup_slack,147450,ps
cts,cts_num_sinks,16417,
cells_and_area,postLayoutCoreUtil,57.26,%
final_timing,postLayoutSetupSlackWorst,89450,ps
cts,cts_htree_levels,7,
floorplanning,die_area,1253000,sq um
global_route,maximum_number_of_pins_on_one_net_before_global_route_repair,121,
final_timing,rsz0062_at_grt,"no",
global_route,grt.met1_usage,38.97,%
place,place_congestion,1.026,
yosys,post_synth_tally_of_flip_flops_with_integrated_enable,16416,
pwr,vdd.ir_drop.worst,0.01053,mV
place,place.detailed.hpwl,1290,mm
cts,cts_setup_buffers,0,
cts,tritoncts_clock_tree,"yes",
yosys,netlist_area,624300,sq um
final_timing,achievable-frequency,15.71,MHz
floorplanning,dieHeight,1.119,mm
route,detail_route.wl_per_cell,42.24,microns
setup_path,critical_path_peak_fanout,2,
setup_path,type_of_element_launching_the_critical_path,"input port",
cts,numCtsBuffers,1694,
final_timing,finalHoldViolCount,0,
setup_path,worstSetupEndpointType,"output pin",
flow_run,max_cap_violations,1,
floorplanning,boundaryPins,106,
yosys,ys_seq_elements,16417,
global_route,antenna_violations_before_repair,259,
yosys,yosysUniqueCellTypes,83,
pwr,total_power,9.352,mW
global_route,gr-usage-met2,46.53,%
final_timing,worst_slew_margin_rel,-3.206,%
global_route,grt.total_usage,37.44,%
cells_and_area,mostFrequentLayoutCell,"edfxtp_1",
yosys,post_synth.cell_area_avg,22.11,sq um
cells_and_area,logic_area,128700,sq um
min_path,min_path_cells,1,
setup_path,r2r_end,"wb_dat_o[23]$_DFFE_PP_",
global_route,via_count_of_the_first_global_routing_pass,337696,
floorplanning,die_w,1.119,mm
pwr,cell_leakage_power,224.2,nW
final_timing,finalSetupViolations,0,
route,drtPass1Iterations,6,
global_route,grt_remaining_overflow,0,
setup_path,regToRegStartpoint,"ram[27][23]$_DFFE_PP_",
route,drcViolationCount,0,
setup_path,crit_required,122480,ps
yosys,post_synth_inst_count,28232,
final_timing,period_needed,63650,ps
pwr,power_density,13.11,nW/um^2
setup_path,critPathKind,"input port to output pin",
global_route,grtUsageMet3,38.72,%
cts,cts.reportedPaths.clkPinSlew,60,ps
route,count_of_vias_placed_by_the_detailed_router,314413,
setup_path,critical_path.startpoint,"wb_stb_i",
min_path,hold_end,"ack$_SDFF_PN0_",
cells_and_area,filler_cell_count,87747,
setup_path,timing.critical_path.arrival,33030,ps
cts,worstSkewPairLatency,1450,ps
yosys,asyncSetResetFlopFracSynth,0,%
yosys,synth_chip_area,624300,sq um
cells_and_area,flow.area_growth_from_synthesis,14.23,%
cts,ctsResizeCount,0,
route,vias_per_cell,6.440,
cells_and_area,layout.cells.most_common_list,"edfxtp_1 (16.42k), mux4_2 (3271), buf_4 (2033), mux2i_1 (1738), clkbuf_16 (1717)",
global_route,busiest_layer,"met2",
min_path,worst_hold_startpoint,"ack$_SDFF_PN0_",
route,drt-total-wl,2062,mm
cts,clock_tree.buffer_depth,6,
final_timing,hold_worst_slack,411.7,ps
yosys,yosys.stat.seqShare,78.96,%
yosys,yosysWarnings,1,
final_timing,max_slew.worst_pin.slew,1532,ps
yosys,synth-main-ff-cell,"edfxtp_1",
cells_and_area,area.sequential,493000,sq um
route,drt-initial-drc-count,23715,
route,antenna_violating_nets_post_route,1,
final_timing,fin_worst_skew,115.3,ps
global_route,grt_pass1_wl,2776,mm
cts,cts-root-buf,"clkbuf_16",
floorplanning,coreArea,1246000,sq um
final_timing,setup-tns-final,0,ps
setup_path,worstRegToRegCells,6,
layer usage:
| metal | vias up | share of wire (%) |
|---|---|---|
| li1 | 125535 | - |
| met4 | 442 | 6.5 |
| met1 | 157238 | 26 |
| met2 | 26766 | 42 |
| met5 | - | 1.2 |
| met3 | 4432 | 24 |
flip-flops by register name, indices dropped and copies added, names as in the netlist:
register / flops
ram: 16384
wb_dat_o: 32
ack: 1
kinds of logic (layout without fill, tap and decap cells):
| kind of cell | count (synthesis) | count (layout) | synth area share (%) |
|---|---|---|---|
| AND-OR/OR-AND | 2889 | 2889 | 3.240 |
| buffers and inverters | 1656 | 5139 | 1.311 |
| flip-flops | 16417 | 16417 | 78.96 |
| multiplexers | 5170 | 5170 | 14.89 |
| other | 0 | 627 | 0 |
| AND/OR/NAND/NOR | 2100 | 2100 | 1.602 |
report_power, final:
part | switching, mW | total [mW] | internal [mW]
logic | 0.308 | 0.439 | 0.132
registers | 0.00244 | 4.95 | 4.95
clock network | 1.68 | 3.96 | 2.29
total | 1.99 | 9.35 | 7.37
worst max path at each step:
stage	end	slack, ps	cells after the start
after CTS	wb_ack_o	89550	3
after global routing	wb_ack_o	89500	3
final	wb_ack_o	89450	3
final cells by class:
| class | instances | area share [%] |
|---|---|---|
| diodes | 627 | 0.2200 |
| clock buffers | 2073 | 6.212 |
| flip-flops and latches | 16417 | 69.12 |
| multi-input cells | 10159 | 18.04 |
| inverters | 3 | 0.003684 |
| repair buffers | 2143 | 2.364 |
| well taps | 16480 | 2.891 |
| clock inverters | 920 | 1.142 |
worst max-delay path: stages:
cell	delay, ps
clkdlybuf4s50_1	920
and2_1	850
clkdlybuf4s50_1	620
per-stage QoR:
| step | std cells | cell area (sq um) |
|---|---|---|
| 3_3_place_gp | 45200 | 659100 |
| 4_1_cts | 48193 | 711600 |
| 2_1_floorplan | 28232 | 624300 |
| 6_report | 48822 | 713200 |
| 3_5_place_dp | 45200 | 659100 |
| 5_1_grt | 48719 | 712900 |
Yosys cell counts, drive strengths merged, types with 54 or more instances:
master	number	area [sq um]
mux2	145	1633
edfxtp	16416	493000
a21oi	406	2032
nand4	197	1232
nand3	150	750.7
buf	1060	5951
a31oi	83	519.3
a22oi	775	5818
o22ai	509	3184
clkbuf	593	2226
nand2	566	2125
a22o	147	1287
mux2i	1748	17500
mux4	3277	73830
nor3	207	1036
a221oi	289	2531
nor2	668	2510
a2111oi	56	490.5
o21ai	281	1406
a32oi	54	473.0
and4	59	516.8
Power figures rest on the tool's default switching activity, not on a simulated workload.
